[flow/design.v]
module VGAMod (
    input                   CLK, nRST,
    input                   PixelClk,
    output                  LCD_DE, LCD_HSYNC, LCD_VSYNC,
	output          [4:0]   LCD_B,
	output          [5:0]   LCD_G,
	output          [4:0]   LCD_R,
    output          [2:0]   regsel,
    input           [3:0]   regdat
);
    reg         [15:0]  Pcnt;
    reg         [15:0]  Lcnt;
	localparam      V_BackPorch = 16'd0;  
	localparam      V_Pluse 	= 16'd5; 
	localparam      HightPixel  = 16'd480;
	localparam      V_FrontPorch= 16'd45;  
	localparam      H_BackPorch = 16'd182;
	localparam      H_Pluse 	= 16'd1; 
	localparam      WidthPixel  = 16'd800;
	localparam      H_FrontPorch= 16'd210;
    localparam      PixelForHS  =   WidthPixel + H_BackPorch + H_FrontPorch;  	
    localparam      LineForVS   =   HightPixel + V_BackPorch + V_FrontPorch;
    always @(  posedge PixelClk or negedge nRST  )begin
        if( !nRST ) begin
            Lcnt <= 16'b0; Pcnt <= 16'b0;
        end else if(  Pcnt  ==  PixelForHS ) begin
            Pcnt <= 16'b0; Lcnt <= Lcnt + 1'b1;
        end else if(  Lcnt  == LineForVS  ) begin
            Lcnt <= 16'b0; Pcnt <= 16'b0;
         end else
            Pcnt <= Pcnt + 1'b1;
    end
	reg			[9:0]  Data_R;
	reg			[9:0]  Data_G;
	reg			[9:0]  Data_B;
    always @(  posedge PixelClk or negedge nRST  )begin
        if( !nRST ) begin
			Data_R <= 9'b0;	Data_G <= 9'b0;	Data_B <= 9'b0;
        end
	end
    assign  LCD_HSYNC = (( Pcnt >= H_Pluse)&&( Pcnt <= (PixelForHS-H_FrontPorch))) ? 1'b0 : 1'b1;
	assign  LCD_VSYNC = ((( Lcnt  >= V_Pluse )&&( Lcnt  <= (LineForVS-0) )) ) ? 1'b0 : 1'b1;
    assign  LCD_DE = (  ( Pcnt >= H_BackPorch )&&
                        ( Pcnt <= PixelForHS-H_FrontPorch ) &&
                        ( Lcnt >= V_BackPorch ) &&
                        ( Lcnt <= LineForVS-V_FrontPorch-1 ))  ? 1'b1 : 1'b0;
    wire [3:0][3:0] ddt;
    assign ddt[0] = 4'b1000;
    assign ddt[1] = 4'b0100;
    assign ddt[2] = 4'b0010;
    assign ddt[3] = 4'b1111;
    wire    Pdat;
    assign LCD_R = Pdat && regdat[Xpos] ? 5'b11111  : 5'b00000;
    assign LCD_G = Pdat && regdat[Xpos] ? 6'b111111 : 5'b000000;
    assign LCD_B = Pdat                 ? 5'b11111  : 5'b00000;
    assign regsel = Ypos[2:0];
    wire [15:0] Xtop,Ytop;
    wire [3:0]  Xpos, Ypos;
    assign Xtop = Pcnt - (H_BackPorch + 128);
    assign Ytop = Lcnt - 8;
    assign Xpos = 3 - Xtop[9:5];
    assign Ypos = Ytop[9:5];
    assign Pdat = (Xtop[4:2] != 0) && (Ytop[4:3] != 0) && (Xpos < 4) && (Ypos<8);
endmodule
[flow/run.sh]
#!/bin/bash
# OpenROAD 26Q1-2900-gdf79404cd8, Yosys 0.63+post, stock flow scripts
make -C /OpenROAD-flow-scripts/flow DESIGN_CONFIG=/design/flow/config.mk WORK_HOME=/design/flow/orfs finish
[flow/config.mk]
export PLATFORM = sky130hd
export DESIGN_NAME = VGAMod
export DESIGN_NICKNAME = VGAMod
export VERILOG_FILES = /design/flow/design.v
export SDC_FILE = /design/flow/constraint.sdc
export NUM_CORES = 4
export LEC_CHECK = 1
export CORE_AREA = 10 10 112 112
export DIE_AREA = 0 0 122 122
[flow/constraint.sdc]
current_design VGAMod

set clk_period 4.3
set clk_io_pct 0.2

create_clock -name clk0 -period $clk_period [get_ports {PixelClk}]

set non_clock_inputs [all_inputs -no_clocks]
set_input_delay [expr $clk_period * $clk_io_pct] -clock clk0 $non_clock_inputs
set_output_delay [expr $clk_period * $clk_io_pct] -clock clk0 [all_outputs]
==> summary.txt <==
Notes on the flow outputs.

- The total of endpoints with negative setup slack in the final report is 0.
- The clock drives 32 sinks.
- The final worst-path cycle share is 0.8879.
- The final-layout setup total negative slack is 0 ns.
- The number of I/O port buffers is 27.
- The run finished with clean final reports.
- The iteration count of the initial detailed-routing pass is 4.
- The analysis reports a worst IR drop on VDD of 0.00009524 V.
- TritonCTS created 5 clock buffers.
- The most used flip-flop cell after synthesis is dfrtp_1.
- The cell area after placement reads 2515 µm².
- The post-synthesis instance area is 2260 µm².
- The remaining antenna violation count reads 0.
- The worst relative slew slack reads 0.4905.
- The average instance area after synthesis is about 9 µm².
- The routed length per instance reads around 12 µm.
- The post-detailed-routing wire length is 4640 µm.
- The overall power of the completed layout reads 629.1 µW.
- The number of cells on the worst reg-to-reg path is 4.
- The type of the worst setup path reads reg2out.
- The detailed placement HPWL is 3316 µm.
- The report puts the hold buffer count at CTS at 0.
- The number of distinct standard cells referenced by the synthesized netlist is about 46.
- The number of antenna violations at the first check in global routing reads 0.
- The share of flip-flops with an asynchronous set or reset is 1.000.
- The number of placed I/O pins reads 29.
- In the routed layout, each cell is associated on average with a via count of 4.460.
- The maximum achievable frequency reads around 260 MHz.
- Clock skew on the completed layout was measured at 0.007327 ns.
- The final worst slack is 0.4820 ns.
- Per the CTS log, the maximum H-tree level is 2.
- The report lists the cells along the critical path as ha_1 > or2_2 > a21oi_1 > nand3_1 > a222oi_1 > and2_1 > clkdlybuf4s50_1.
- The floorplan has 37 rows.
- The worst-margin pin slew is around 0.76 ns.
- The number of hold-slack violations in the final timing report is 0.
- The number of enable flip-flop cells is 0.
- The height of the chip is 122 µm.
- Before CTS, the worst setup slack after placement is 0.4914 ns.
- For this block, the via count after detailed routing is 1775.
- The via count of the first global-routing pass is 1660.
- The final weighted congestion in routability-driven placement reads 0.9037.
- Per the final layout report, the fraction of cells sized above drive strength 1 comes to 0.09160.
- The leakage dissipation reads 0.001044 µW.
- The combined global-route utilization of all metal layers reads 0.06431.
- The number of warnings the tools reported is 32.
- The number of cells traversed by the worst hold path reads 1.
- Setup repair after global routing left no endpoint under its margin.
- The worst reg2reg path startpoint reads Lcnt[5].
- Looking at hold timing, the worst path starts from Lcnt[15].
- STA classifies the critical path startpoint as a flip-flop.
- The total area inside the core boundary comes to between 10000 and 15000 µm².
- Per the CTS log, the root buffer master is clkbuf_8.
- The time the final worst path needs with I/O delays and setup reads 3.818 ns.
- The yosys synthesis chip area reads 2260 µm².
- Synthesis inferred 32 register bits.
- For reference, the clock transition at the flip-flops on the worst setup and hold paths is 0.07 ns.
- For this run, the register share of the synthesized area comes to 0.3544.
- The remaining design rule violation count is 0.
- The relative area change from synthesis to final layout is 17.22%.
- The reported max-cap violation count reads 0.
- The wire length of the first global-routing pass is 8100 µm.
- The CTS tree is yes.
- The arrival time reported for the critical path endpoint is between 2 and 3 ns.
- The number of max-slew violations in the final report is 0.
- The die width is about 120 µm.
- The detailed router finished its first iteration with 71 violations.
- The core utilization of the finished layout is 0.2589.
- The synthesized netlist was found by Yosys to have 252 cells.
- The die footprint is 14880 µm².
- The maximum buffer depth of the clock tree reads 2.
- The number of diodes is 0.
- The worst-path maximum fanout reads 11.
- After routing the design area is 2649 µm².
- The clock insertion delay at the later pin of the skew report reads 0.28 ns.
- Counting every instance in the synthesized netlist gives roughly 250.
- The type of the most critical hold path is reg2reg.
- For reference, the critical path is launched at Pcnt[2].
- Per the summary, power density relative to cell area is 237.5 nW/µm².
- The count of yosys warnings during synthesis is 1.
- The capturing element type of the critical path is an output pin.
- The largest net degree at the start of global routing reads 33.
- The required time at the worst endpoint is listed as about 3.4 ns.
- The critical-path cell with the highest stage delay reads clkdlybuf4s50_1.
- The core utilization at floorplan is 0.2209.
- The overall overflow remaining after global route is 0.
- The largest stage delay on the critical path reads 0.53 ns.
-- final cells by class --
| cell class | instances | area [µm²] |
|---|---|---|
| clock buffer | 7 | 96.34 |
| clock inverter | 1 | 30.03 |
| fill | 1060 | 7582 |
| inverter | 10 | 37.54 |
| multi-input combinational | 183 | 1229 |
| sequential | 32 | 800.8 |
| tap | 136 | 170.2 |
| timing repair buffer | 29 | 285.3 |
-- placed cells by master (no fill, tap or decap), types with 3 or more instances in the layout --
cell / n
a21oi_1: 8
and2_1: 4
and4_1: 4
clkbuf_8: 7
clkdlybuf4s50_1: 27
dfrtp_1: 32
ha_1: 9
inv_1: 10
mux2i_1: 3
nand2_1: 26
nand3_1: 9
nand4_1: 6
nor2_1: 28
nor3_1: 6
nor4_1: 3
o21ai_0: 7
o21ai_1: 7
or2_2: 4
or3_1: 4
xnor2_1: 12
xor2_1: 13
-- cells by family (layout without fill, tap and decap cells) --
family | after synthesis | after routing | share of synthesized area
AND/OR/NAND/NOR | 107 | 107 | 0.2558
AND-OR/OR-AND | 38 | 38 | 0.1179
XOR/XNOR | 25 | 25 | 0.09690
adder cells (fa/ha/maj) | 9 | 9 | 0.04983
multiplexers | 4 | 4 | 0.02326
flip-flops | 32 | 32 | 0.3544
buffers and inverters | 37 | 47 | 0.1019
-- power by group --
group	switching (µW)	total [µW]	internal [µW]
Clock	112	317	204
Combinational	6.38	11.5	5.11
Sequential	0	301	301
-- path summary, 6_finish.rpt --
kind | end | slack (ns)
min in group asynchronous | Pcnt[12] | 0.99
max in group asynchronous | Lcnt[13] | 3.01
setup reg to reg | Lcnt[0] | 2.06
setup / recovery | LCD_G[3] | 0.48
hold reg to reg | Lcnt[15] | 0.47
hold / removal | Lcnt[15] | 0.47
-- cells in the mapped netlist (2+ instances only) --
cell type	number	area, µm²
a211oi_1	2	15.01
a21oi_1	8	40.04
a311oi_1	2	17.52
and2_1	4	25.02
and3_1	2	12.51
and4_1	4	35.03
buf_4	20	150.1
buf_6	2	22.52
clkbuf_1	4	15.01
dfrtp_1	32	800.8
ha_1	9	112.6
inv_1	10	37.54
mux2i_1	3	30.03
nand2_1	26	97.59
nand2b_1	2	12.51
nand3_1	9	45.04
nand4_1	6	37.54
nor2_1	28	105.1
nor3_1	6	30.03
nor4_1	3	18.77
o21ai_0	7	35.03
o21ai_1	7	35.03
o21bai_1	2	15.01
o22ai_1	2	12.51
or2_2	4	25.02
or3_1	4	25.02
or3_4	2	22.52
xnor2_1	12	105.1
xor2_1	13	113.9
-- stage by stage --
stage / hold WS (ns) / cells
after floorplan: 0.4429 / 252
after global placement: 0.4617 / 389
after detailed placement: 0.4632 / 389
after CTS: 0.4707 / 397
after global routing: 0.4866 / 398
final: 0.4678 / 398
-- timing repair --
action	4_1_cts	5_1_grt
buffers inserted	0	1
endpoints found under the setup margin	0	11
endpoints found under the hold margin	0	0
resized	0	0
-- registers in the layout, indices dropped and copies added, names as in the netlist --
signal,count
Pcnt,16
Lcnt,16
-- worst max-delay path, delay by kind of cell, from the launching register on --
family / cells / cell delay (ns)
flip-flops: 1 / 0.46
AND/OR/NAND/NOR: 3 / 0.76
buffers and inverters: 1 / 0.53
AND-OR/OR-AND: 2 / 0.64
adder cells (fa/ha/maj): 1 / 0.27
-- metal layers --
| layer | part of all wire | vias to the layer above | GRT usage |
|---|---|---|---|
| met2 | 0.38 | 64 | 0.08681 |
| met4 | 0.012 | 0 | 0.008197 |
| met1 | 0.51 | 833 | 0.1004 |
| met3 | 0.098 | 8 | 0.01972 |
| met5 | 0 | - | 0 |
| li1 | - | 870 | - |
No activity file was given, so power comes from the tool's default toggle rates.
