**run.sh**
```bash
#!/bin/bash
# OpenROAD 26Q1-2900-gdf79404cd8, Yosys 0.63+post, stock flow scripts
make -C /OpenROAD-flow-scripts/flow DESIGN_CONFIG=/design/flow/config.mk WORK_HOME=/design/flow/orfs finish
```
**config.mk**
```make
export PLATFORM = sky130hd
export DESIGN_NAME = uart
export DESIGN_NICKNAME = uart
export VERILOG_FILES = /design/flow/design.v
export SDC_FILE = /design/flow/constraint.sdc
export NUM_CORES = 4
export LEC_CHECK = 1
export CORE_UTILIZATION = 40
```
**constraint.sdc**
```tcl
current_design uart

set clk_period 3.9
set clk_io_pct 0.2

create_clock -name clk0 -period $clk_period [get_ports {clock}]

set non_clock_inputs [all_inputs -no_clocks]
set_input_delay [expr $clk_period * $clk_io_pct] -clock clk0 $non_clock_inputs
set_output_delay [expr $clk_period * $clk_io_pct] -clock clk0 [all_outputs]
```
**design.v**
```verilog
module uart 
(
	clock, reset,
	serIn, serOut,
	txData, txValid, 
	txBusy, txDone, 
	rxData, rxValid, 
	baudDiv
);
input 			clock;		 
input 			reset;		 
input			serIn;		 
output			serOut;		 
input	[7:0]	txData;		 
input			txValid;	 
output 			txBusy;		 
output			txDone;		 
output	[7:0]	rxData;		 
output 			rxValid;	 
input	[15:0]	baudDiv;	 
reg serOut, txBusy, txDone, rxValid;
reg [7:0] rxData;
reg [8:0] txShiftReg;
reg [7:0] rxShiftReg;
reg [3:0] txBaudCnt, txBitCnt, rxBaudCnt, rxBitCnt;
reg [15:0] baudCount;
reg baudCE16, sserIn, rxBusy;
always @ (posedge reset or posedge clock)
begin 
	if (reset) 
	begin 
		txBusy <= 1'b0;
		txDone <= 1'b0;
		txShiftReg <= 9'b0;
		serOut <= 1'b1;
		txBaudCnt <= 4'b0;
		txBitCnt <= 4'b0;
	end 
	else if (!txBusy) 
	begin 
		if (txValid) 
		begin 
			txShiftReg <= {txData, 1'b0};
			txBusy <= 1'b1;
		end 
		serOut <= 1'b1;
		txDone <= 1'b0;
		txBaudCnt <= 4'b0;
		txBitCnt <= 4'b0;
	end 
	else if (baudCE16) 
	begin 
		if (txBaudCnt == 4'b0) 
		begin 
			if (txBitCnt == 4'd10) 
			begin 
				txBusy <= 1'b0;
				txDone <= 1'b1;
			end 
			txBitCnt <= txBitCnt + 4'd1;
			serOut <= txShiftReg[0];
			txShiftReg <= {1'b1, txShiftReg[8:1]};
		end 
		txBaudCnt <= txBaudCnt + 4'd1;
	end 
end 
always @ (posedge reset or posedge clock)
begin 
	if (reset) 
	begin 
		rxBusy <= 1'b0;
		rxShiftReg <= 8'b0;
		rxBaudCnt <= 4'b0;
		rxBitCnt <= 4'b0;
		rxData <= 8'b0;
		rxValid <= 1'b0;
	end 
	else if (!rxBusy) 
	begin 
		if (!sserIn && baudCE16) 
		begin 
			if (rxBaudCnt == 4'd7)
			begin 
				rxBusy <= 1'b1;
				rxBaudCnt <= 4'b0;
			end 
			else 
				rxBaudCnt <= rxBaudCnt + 4'd1;
		end 
		rxBitCnt <= 4'b0;
		rxValid <= 1'b0;
	end 
	else if (baudCE16)
	begin 
		if (rxBaudCnt == 4'd15) 
		begin 
			rxShiftReg <= {sserIn, rxShiftReg[7:1]};
			rxBitCnt <= rxBitCnt + 4'd1;
			if (rxBitCnt == 4'd8)
			begin 
				rxData <= rxShiftReg;
				rxValid <= 1'b1;
				rxBusy <= 1'b0;
			end 
		end 
		rxBaudCnt <= rxBaudCnt + 4'd1;
	end 
end 
always @ (posedge reset or posedge clock)
begin 
	if (reset) 
		sserIn <= 1'b0;
	else 
		sserIn <= serIn;
end 
always @ (posedge reset or posedge clock)
begin 
	if (reset) 
	begin 
		baudCount <= 16'b0;
		baudCE16 <= 1'b0;
	end 
	else if (baudCount == baudDiv) 
	begin 
		baudCount <= 16'b0;
		baudCE16 <= 1'b1;
	end 
	else 
	begin 
		baudCount <= baudCount + 16'd1;
		baudCE16 <= 1'b0;
	end 
end 
endmodule
```
==> impl_metrics.yaml <==
# generated from flow reports
outcome:
  status: "completed"
synth:
  netlist_area_mm2: 0.00309
  synthDistinctLibCells: 39
  synth.area.top_cells: "dfrtp_1 51%, xnor2_1 11%, mux2_4 3.9%"
  ys_seq_elements: 64
  syn_avg_cell_area_um2: 11.4
  top_cells_by_count: "63 x dfrtp_1, 38 x xnor2_1, 26 x nand2_1"
  most_common_cell: "dfrtp_1"
  synth-async-reset-ratio_pct: 100
  ys_seq_share_pct: 51.9
  yosys-stat-area_mm2: 0.00309
  synthCells: 271
  synth_warnings: 1
  ys_cells: 271
  top_area_share_pct: 51.0
  synth-edff-count: 0
  ys.flop_type: "dfrtp_1"
  synth_area_leader_cell: "dfrtp_1"
floorplan:
  die_h_um: 89.9
  rows: 31
  num_io_pins: 40
  die_x_um: 89.9
  floorplanUtilization_pct: 41.9
  die_area_mm2: 0.00808
  core_mm2: 0.00737
routing:
  wire_per_inst_um: 11.6
  drc: 0
  via_count: 1992
  viasPerCell: 4.75
  drt-initial-drc-count: 58
  wl_um: 4870
  diodes: 0
  dr.pass1.iters: 4
  antenna_left: 0
critical_path:
  crit_start: "baudDiv[4]"
  startpoint_type: "primary input"
  critPathKind: "in2reg"
  cp_top_family: "simple AND/OR/NAND/NOR gates"
  path_max_fanout: 17
  cp_num_cells: 5
  reg2regPathDepth: 4
  crit_chain: "clkdlybuf4s50_1, xnor2_1, nand4_1, nor4_4, nor2_1"
  crit_slowest_cell: "nor4_4"
  required_ns: 4.08
  cp_slowest_stage_delay_ns: 0.82
  cp-end-kind: "register"
  cp_num_buf_inv: 1
  cp.arrival_ns: 2.53
  r2r-start: "baudCE16"
cts:
  cts_resized: 0
  cts_setup_buffers: 0
  hold_buffers: 0
  clock_path_buffers: 2
  clock_sinks: 64
  cts_tree: "done"
  path_clk_slew_ns: 0.06
  cts_inserted_buffers: 9
  clkLatencyLatePin_ns: 0.33
  htree_levels: 3
  root_buffer: "clkbuf_8"
sta:
  finalSetupViolations: 0
  clock_skew_ns: 0.00721
  worstMarginPinSlew_ns: 0.834
  fin_setup_tns_ns: 0
  slew_violations: 0
  finalHoldViolCount: 0
  setup_ws_ns: 1.55
  maxSlewHeadroom_pct: 44.0
  fmax_mhz: 425
  grt_setup_unrepaired: "false"
  fin_crit_sh_pct: 60.3
  min_period_ns: 2.35
power_and_ir_drop:
  finalPower_mw: 1.41
  p_per_area_mw_per_mm2: 375
  ir_drop_v: 0.000173
  power_leakage_nw: 1.71
hold_path:
  hold_class: "reg2reg"
  hp-start: "rxValid"
  hold_depth: 2
place:
  place_worst_setup_slack_ns: 1.17
  routabilityCongestion: 0.799
  io_buffers: 39
  dp_hpwl_um: 3300
global_routing:
  first_global_vias: 1949
  gr-total-overflow: 0
  grt_pass1_wl_um: 8890
  grt_max_degree: 38
  grtUsageTotal_pct: 13.7
  antenna_found_initial: 0
layout:
  drive_gt1_share_pct: 12.5
  final_util_pct: 51.1
  area_growth_pct: 21.8
run:
  cap_violations: 0
  openroad.warnings: 28
where the power goes:
| group | internal (mW) | switching (mW) | leakage, nW |
|---|---|---|---|
| clock | 0.329 | 0.237 | 0.103 |
| sequential | 0.695 | 0.0311 | 0.854 |
| combinational | 0.0685 | 0.0517 | 0.756 |
cell usage in the layout (no fill, tap or decap), types with 2 or more instances in the layout:
cell	instances
buf_4	5
a21boi_0	2
a21oi_1	2
nand3_1	8
mux2i_1	10
ha_1	8
inv_1	10
xor2_1	2
dfrtp_1	63
nor2b_1	2
nand2_1	26
mux2_4	8
clkdlybuf4s50_1	39
and2_1	9
xnor2_1	38
nand4_1	11
clkinv_2	2
nor4_1	4
nor3_1	5
clkbuf_1	2
nor2_1	20
mux2_2	8
clkbuf_8	11
o21ai_0	8
cell families (layout without fill, tap and decap cells):
group                    after synthesis  in the layout  share of synthesized area [%]
buffers and inverters                 22             71                           3.85
AND-OR/OR-AND                         17             17                           3.52
XOR/XNOR                              40             40                           11.3
flip-flops                            64             64                           51.9
AND/OR/NAND/NOR                       94             94                           16.1
adder cells (fa/ha/maj)                8              8                           3.24
multiplexers                          26             26                           10.0
path summary, 6_finish.rpt:
path	end	slack (ns)
max in group asynchronous	rxValid	2.69
min	rxValid	0.49
max	baudCount[8]	1.55
min in group asynchronous	baudCount[14]	0.83
max reg2reg	rxData[1]	1.67
min reg2reg	rxValid	0.49
stage by stage:
| step | instance area, um^2 | std cells | hold WS (ns) |
|---|---|---|---|
| floorplan | 3090 | 271 | 0.426 |
| global placement | 3560 | 403 | 0.465 |
| detailed placement | 3560 | 403 | 0.476 |
| CTS | 3760 | 419 | 0.494 |
| global route | 3760 | 419 | 0.516 |
| finish | 3760 | 419 | 0.486 |
final cells by class:
cell class | instances | area (um^2)
Clock buffer | 13 | 159
Fill cell | 664 | 3610
Multi-Input combinational cell | 185 | 1370
Timing Repair Buffer | 44 | 428
Clock inverter | 3 | 40.0
Inverter | 11 | 41.3
Tap cell | 99 | 124
Sequential cell | 64 | 1600
worst register-to-register path: cells and delay by family (launching register included):
family        cells  cell delay, ns
simple gates      3            1.17
flops             1            0.55
mux               1            0.38
state kept, by name, indices dropped and copies added (netlist names):
| name | cells |
|---|---|
| rxShiftReg | 8 |
| baudCount | 16 |
| rxBusy | 1 |
| txDone | 1 |
| rxData | 8 |
| rxValid | 1 |
| rxBitCnt | 4 |
| txShiftReg | 9 |
| serOut | 1 |
| sserIn | 1 |
| baudCE16 | 1 |
| txBaudCnt | 4 |
| txBusy | 1 |
| txBitCnt | 4 |
| rxBaudCnt | 4 |
layer usage:
layer / track usage, % / vias up / share of wire [%]
met5: 0 / - / 0
met4: 1.48 / 0 / 1.4
met3: 3.44 / 8 / 3.8
met2: 20.7 / 31 / 45
met1: 21.6 / 950 / 50
li1: - / 1003 / -
Power is estimated from default activity; no workload was simulated.
