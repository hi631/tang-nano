**design/flow/run.sh**
```bash
#!/bin/bash
# OpenROAD 26Q1-2900-gdf79404cd8, Yosys 0.63+post, stock flow scripts
make -C /OpenROAD-flow-scripts/flow DESIGN_CONFIG=/design/flow/config.mk WORK_HOME=/design/flow/orfs finish
```
**design/flow/config.mk**
```make
export PLATFORM = sky130hd
export DESIGN_NAME = td4_logic
export DESIGN_NICKNAME = td4_logic
export VERILOG_FILES = /design/flow/design.v
export SDC_FILE = /design/flow/constraint.sdc
export NUM_CORES = 4
export LEC_CHECK = 1
export CORE_AREA = 10 10 104 104
export DIE_AREA = 0 0 114 114
```
**design/flow/design.v**
```verilog
module td4_logic(
           input CLOCK,
           input RESET,
           input [3:0] IN,
           output reg [3:0] OUT,
           input  reg [2:0] regsel,
           output reg [3:0] regdat
           );
   reg [3:0] A, B;  
   reg [3:0] PC;  
   wire [7:0] ROM [15:0];  
   reg C;  
   wire Cnext;
   wire [3:0] OP;  
   wire [3:0] IM;  
   wire [3:0] CHANNEL;  
   wire [3:0] ALU;
   wire LOAD0, LOAD1, LOAD2, LOAD3;
   wire SELECT_A, SELECT_B;
   assign IM = ROM[PC][3:0];
   assign OP = ROM[PC][7:4];
    assign regdat = regsel == 3'h0 ? PC :
                    regsel == 3'h1 ? A  :
                    regsel == 3'h2 ? B  :
                    regsel == 3'h3 ? {3'b000,C} :
                    regsel == 3'h4 ? OUT :
                    regsel == 3'h5 ? {CLOCK,IN[2:0]}  :
                    4'b0000;
   always @(posedge CLOCK) begin
      C   <= RESET ? 0 :  Cnext;
      A   <= RESET ? 0 : ~LOAD0 ? ALU : A;
      B   <= RESET ? 0 : ~LOAD1 ? ALU : B;
      OUT <= RESET ? 0 : ~LOAD2 ? ALU : OUT;
      PC  <= RESET ? 0 : ~LOAD3 ? ALU : PC + 1;
   end
   assign SELECT_A = OP[0] | OP[3];
   assign SELECT_B = OP[1];  
   assign LOAD0 =  OP[2] |  OP[3];
   assign LOAD1 = ~OP[2] |  OP[3];
   assign LOAD2 =  OP[2] | ~OP[3];
   assign LOAD3 = ~OP[2] | ~OP[3] | (~OP[0] & C);
   assign CHANNEL = (~SELECT_B & ~SELECT_A) ? A :
                    (~SELECT_B &  SELECT_A) ? B :
                    ( SELECT_B & ~SELECT_A) ? IN :
                    4'b0000;
   assign {Cnext, ALU} = CHANNEL + IM;
assign ROM[0] =  ((8'b10110000)+(4'b0111&4'hf));   
assign ROM[1] =  ((8'b00000000)+(4'b0001&4'hf));
assign ROM[2] =  ((8'b11100000)+(4'b0001&4'hf));   
assign ROM[3] =  ((8'b00000000)+(4'b0001&4'hf));
assign ROM[4] =  ((8'b11100000)+(4'b0011&4'hf));   
assign ROM[5] =  ((8'b10110000)+(4'b0110&4'hf));   
assign ROM[6] =  ((8'b00000000)+(4'b0001&4'hf));
assign ROM[7] =  ((8'b11100000)+(4'b0110&4'hf));   
assign ROM[8] =  ((8'b00000000)+(4'b0001&4'hf));
assign ROM[9] =  ((8'b11100000)+(4'b1000&4'hf));   
assign ROM[10] = ((8'b10110000)+(4'b0000&4'hf));   
assign ROM[11] = ((8'b10110000)+(4'b0100&4'hf));   
assign ROM[12] = ((8'b00000000)+(4'b0001&4'hf));
assign ROM[13] = ((8'b11100000)+(4'b1010&4'hf));   
assign ROM[14] = ((8'b10110000)+(4'b1000&4'hf));   
assign ROM[15] = ((8'b11110000)+(4'b1111&4'hf));   
endmodule
```
**design/flow/constraint.sdc**
```tcl
current_design td4_logic

set clk_period 3.8
set clk_io_pct 0.2

create_clock -name clk0 -period $clk_period [get_ports {CLOCK}]

set non_clock_inputs [all_inputs -no_clocks]
set_input_delay [expr $clk_period * $clk_io_pct] -clock clk0 $non_clock_inputs
set_output_delay [expr $clk_period * $clk_io_pct] -clock clk0 [all_outputs]
```
==> results.json <==
{
  "r2r_slack_ps": 640,
  "r2r_cells": 10,
  "maxCapViolCount": 0,
  "antenna_found_initial": 0,
  "leakage_nw": 0.596,
  "hold_viol_final": 0,
  "synth.avg_cell_area_sq_um": 8.90,
  "ant_nets": 0,
  "min_to": "B[2]",
  "sw_frac_of_total_pct": 38.4,
  "path_class": "clk2out",
  "dominantRegCellSynth": "dfxtp_1",
  "area_delta_synth_final_pct": 26.3,
  "vias": 1023,
  "clk_latency_ps": 350,
  "hpwl_mm": 2.12,
  "relSlewSlack_pct": 53.0,
  "die_y_microns": 114,
  "yosys_warnings": 2,
  "yosysTopAreaCellShare_pct": 26.9,
  "crit_arrival_ps": 2780,
  "die_area_sq_mm": 0.0130,
  "maxSlewViolCount": 0,
  "min_from": "B[2]",
  "p_int_mw": 0.629,
  "n_fill_cell": 974,
  "route.detailed.drc": 0,
  "worst_path_max_delay_cell": "clkdlybuf4s50_1",
  "warning_count": 32,
  "ir_drop_mv": 0.310,
  "ys_top_cells_by_area": "dfxtp_1, mux2i_1, ha_1, nand2b_1, nor2b_1",
  "first_iter_violations": 35,
  "setup_violations": 0,
  "hold_depth": 1,
  "diodes": 0,
  "place_inst": 256,
  "switchingPower_mw": 0.392,
  "synth_cell_type_count": 39,
  "syn-cell-area_sq_mm": 0.00126,
  "fin_util_pct": 18.4,
  "ys.flops": 17,
  "ctsResizeCount": 0,
  "clkPwrFrac_pct": 22.1,
  "fin_total_pwr_mw": 1.02,
  "ys_cells": 142,
  "cts_tree": "yes",
  "die_w_microns": 114,
  "cts.clk_slew.worst_paths_ps": 70,
  "fp_util_pct": 14.6,
  "worst_path_most_repeated_cell": "clkbuf_8",
  "ys_chip_area_sq_mm": 0.00126,
  "cts_setup_buffers": 0,
  "grt_overflow": 0,
  "crit_required_ps": 3040,
  "hold_ws_ps": 467,
  "instances_no_fill": 263,
  "async_flop_share_pct": 0,
  "final.setup_skew_ps": 2.39,
  "rsz0062_at_grt": "no",
  "grt_usage_pct": 4.36,
  "status": "completed",
  "edf_count": 0,
  "io_buffers": 15,
  "worstSetupEndpointType": "output pin",
  "core_area_sq_mm": 0.00868,
  "drive_above_1_share_pct": 10.3,
  "gp_congestion": 0.792,
  "fp-row-count": 34,
  "totalWireLength_mm": 2.85,
  "worst_pin_slew_ps": 696,
  "hp-class": "reg2reg",
  "routed_via_density": 3.89,
  "r2r_end": "A[2]",
  "ys_seq_share_pct": 26.9,
  "holdBufCountCts": 0,
  "largest_area_cell": "dfxtp_1",
  "timing.setup.tns_ps": 0,
  "cp-start-kind": "clock port",
  "crit_fanout": 2,
  "grt_pass1_wl_mm": 4.86,
  "grt_start_max_net_pins": 22,
  "crit_chain": "clkbuf_8 > clkbuf_8 > mux2i_1 > o22ai_1 > clkdlybuf4s50_1",
  "power_frac_comb_pct": 50.5,
  "first_global_vias": 1014,
  "top_level_ports": 17,
  "critPathMaxStageDelay_ps": 420,
  "r2r_start": "PC[0]",
  "p_seq_share_pct": 27.5,
  "dr.pass1.iters": 6,
  "power.density_mw_per_mm2": 639,
  "wl_per_cell_microns": 10.9,
  "syn-instance-count": 142
}
[cell families after synthesis]
family / synth area share [%]
XOR/XNOR: 1.39
buffers and inverters: 6.14
AND/OR/NAND/NOR: 22.3
flip-flops: 26.9
AND-OR/OR-AND: 15.9
adder cells (fa/ha/maj): 9.51
multiplexers: 17.8
[cells in the mapped netlist (3+ instances only)]
| cell type | n |
|---|---|
| clkbuf_1 | 6 |
| o21ai_0 | 8 |
| nand2b_1 | 14 |
| mux2i_1 | 18 |
| dfxtp_1 | 17 |
| a21oi_1 | 4 |
| nor2b_1 | 8 |
| nor2_1 | 7 |
| and2_1 | 4 |
| o22ai_1 | 3 |
| nand2_1 | 3 |
| inv_1 | 9 |
| ha_1 | 8 |
[state kept, by name, indices dropped and copies added (netlist names)]
register and flops:
B 4, A 4, C 1, OUT 4
PC 4
[metal layers]
metal	track usage, %	vias up	share of wire, %
met4	0.585	0	0.28
met5	0	-	0
met2	6.38	25	42
li1	-	528	-
met3	1.81	2	7.5
met1	6.01	468	50
[cell usage in the layout, fill, tap and decap left out, types with 2 or more instances in the layout]
cell,count
a21oi_1,4
and2_1,4
clkbuf_8,6
clkdlybuf4s50_1,15
dfxtp_1,17
ha_1,8
inv_1,9
mux2i_1,18
mux4_2,2
nand2_1,3
nand2b_1,14
nand3_1,2
nor2_1,7
nor2b_1,8
nor3_1,2
o21ai_0,8
o21bai_1,2
o22ai_1,3
or2_2,2
or3_1,2
[critical path, delay by kind of cell]
family          cells  cell delay (ps)
buf+inv             3              650
mux                 1              130
compound gates      1              110
[metrics by stage]
step	instance area, sq um	setup slack, ps
floorplan	1260	962
global placement	1510	490
detailed placement	1510	521
CTS	1600	233
global route	1600	193
finish	1600	257
[power by group through the flow]
stage / Sequential, mW / Combinational [mW] / Clock [mW]
6_report: 0.280 / 0.515 / 0.225
5_1_grt: 0.287 / 0.580 / 0.244
4_1_cts: 0.279 / 0.518 / 0.232
[worst max path at each step]
| stage | start | endpoint | depth (start not counted) |
|---|---|---|---|
| after global routing | CLOCK | regdat[3] | 5 |
| after CTS | CLOCK | regdat[3] | 5 |
| final | CLOCK | regdat[3] | 5 |
[cell type report]
class                   count  area, sq um  share of cell area [%]
clock buffers               7         92.6                    5.80
clock inverters             1         5.00                   0.313
inverters                  10         37.5                    2.35
multi-input cells         106          846                    53.0
flip-flops and latches     17          340                    21.3
well taps                 108          135                    8.46
repair buffers             14          140                    8.78
