**/design/flow/constraint.sdc**
```tcl
current_design intr_ctrl

set clk_period 3.1
set clk_io_pct 0.2

create_clock -name clk0 -period $clk_period [get_ports {clock}]

set non_clock_inputs [all_inputs -no_clocks]
set_input_delay [expr $clk_period * $clk_io_pct] -clock clk0 $non_clock_inputs
set_output_delay [expr $clk_period * $clk_io_pct] -clock clk0 [all_outputs]
```
**/design/flow/run.sh**
```bash
#!/bin/bash
# OpenROAD 26Q1-2900-gdf79404cd8, Yosys 0.63+post, stock flow scripts
make -C /OpenROAD-flow-scripts/flow DESIGN_CONFIG=/design/flow/config.mk WORK_HOME=/design/flow/orfs finish
```
**/design/flow/design.v**
```verilog
module intr_ctrl 
(
	clock, reset,
	ext_intr, cpu_intr, 
	cpu_inte, cpu_inta, 
	cpu_rd, cpu_inst, 
	intr_ena 
);
input 			clock;		 
input 			reset;		 
input	[3:0]	ext_intr;	 
output			cpu_intr;	 
input			cpu_inte;	 
input			cpu_inta;	 
input			cpu_rd;		 
output	[7:0]	cpu_inst;	 
input	[3:0]	intr_ena;	 
reg [7:0] cpu_inst;
reg [1:0] intSq, intSel;
reg [3:0] act_int, int_clr;
reg [7:0] int_vec;
always @ (posedge reset or posedge clock) 
begin 
	if (reset) 
	begin 
		intSq <= 2'b0;
		intSel <= 2'b0;
		cpu_inst <= 8'b0;
	end 
	else 
	begin 
		case (intSq) 
			2'd0:		 
				if ((act_int != 4'b0) && cpu_inte)
				begin 
					if (act_int[0]) 		intSel <= 2'd0;
					else if (act_int[2])	intSel <= 2'd1;
					else if (act_int[3])	intSel <= 2'd2;
					else 					intSel <= 2'd3;
					intSq <= 2'd1;
				end 
			2'd1:		 
				if (cpu_inta && cpu_rd)
				begin 
					cpu_inst <= int_vec;
					intSq <= 2'd2;
				end 
			default:	 
				if (!cpu_inta) 
				begin 
					intSq <= 2'b0;
					cpu_inst <= 8'b0;
				end 
		endcase 
	end 
end 
always @ (intSel)
begin 
	case (intSel) 
		2'd0:	int_vec <= 8'hcf;
		2'd1:	int_vec <= 8'hdf;
		2'd2:	int_vec <= 8'hef;
		2'd3:	int_vec <= 8'hff;
	endcase 
end 
always @ (posedge reset or posedge clock)
begin 
	if (reset) 
		act_int <= 4'b0;
	else 
		act_int <= (act_int & ~int_clr) | (ext_intr & intr_ena);
end 
assign cpu_intr = |act_int;
always @ (cpu_inta or cpu_rd or intSq or intSel) 
begin 
	if (cpu_inta && cpu_rd && (intSq == 2'd1))
	begin 
		case (intSel) 
			2'd0:	int_clr <= 4'b0001;
			2'd1:	int_clr <= 4'b0010;
			2'd2:	int_clr <= 4'b0100;
			2'd3:	int_clr <= 4'b1000;
		endcase 
	end 
	else 
		int_clr <= 4'b0;
end 
endmodule
```
**/design/flow/config.mk**
```make
export PLATFORM = sky130hd
export DESIGN_NAME = intr_ctrl
export DESIGN_NICKNAME = intr_ctrl
export VERILOG_FILES = /design/flow/design.v
export SDC_FILE = /design/flow/constraint.sdc
export NUM_CORES = 4
export LEC_CHECK = 1
export CORE_AREA = 10 10 77 77
export DIE_AREA = 0 0 87 87
```
==> impl_metrics.py <==
# Synthesis and PnR figures
metrics = {
    "run_status": {
        "outcome": "finished, final reports clean",
    },
    "pwr": {
        "p_comb_frac": 0.067,
        "intPower_w": 0.000275,
        "power_density_mw_per_mm2": 381,
        "p_sw_w": 0.0000643,
        "switching_share": 0.190,
        "ir_drop_mv": 0.220,
        "p_seq_frac": 0.501,
        "p_clk_frac": 0.433,
        "p_leak_nw": 0.373,
        "power.total_w": 0.000339,
    },
    "logic_synthesis": {
        "synth_cell_types": 24,
        "synth_area_sq_um": 613,
        "async_reset_ff_frac": 1.00,
        "synth_adder_area_share": 0,
        "synth_flops": 13,
        "edf_count": 0,
        "ys_chip_area_sq_um": 613,
        "synth_seq_share": 0.533,
        "synth.avg_cell_area_sq_um": 10.6,
        "ys_sh_xor": 0,
        "yosysCellCount": 58,
        "synth_cells": 58,
        "aoi_share": 0.214,
        "ys_sh_mux": 0,
        "ys.flop_type": "dfrtp_1",
        "ys_warn_count": 1,
        "topCombFamilyByArea": "AND-OR/OR-AND gates",
        "synth-simple-area-share": 0.165,
    },
    "final_layout": {
        "seqCellArea_sq_um": 327,
        "fin_cells": 129,
        "final_cell_mix": "clkdlybuf4s50_1 (21), dfrtp_1 (12), nand2_1 (8)",
        "n_fill_cell": 455,
        "logic_area_sq_um": 233,
        "drive_gt1_frac": 0.117,
        "layout_top_cell": "clkdlybuf4s50_1",
        "area_growth_syn_to_layout_pct": 45.3,
    },
    "global_route": {
        "grtUsageTotal": 0.0401,
        "grt_overflow_total": 0,
        "grt_max_degree": 14,
        "antenna_found_initial": 0,
        "grt_pass1_vias": 508,
        "grt_pass1_wl_microns": 2400,
    },
    "final_timing": {
        "finClkSkew_ns": 0.00226,
        "period_used_share": 0.733,
        "rsz0062_at_grt": "no",
        "fin_crit_ns": 2.27,
        "slew_violations": 0,
        "relSlewSlack": 0.684,
        "timing_hold_violations_final": 0,
        "setup_viol": 0,
        "fin_setup_tns_ns": 0,
        "tightest_slew_ns": 0.474,
        "max_freq_mhz": 440,
    },
    "placed_design": {
        "dpl.hpwl_microns": 1190,
        "dp_cells": 125,
        "port-buffer-count": 21,
        "gp_congestion": 0.786,
    },
    "clock_tree": {
        "cts_hold_buf": 0,
        "clock_path_buffers": 2,
        "post_cts_buffers": 0,
        "cts_buffers": 3,
        "cts.htree.levels": 1,
        "numClockSinks": 13,
        "cts_resized": 0,
        "clock-root-buffer": "clkbuf_8",
        "clock_latency_ns": 0.24,
        "cts_tree": "done",
        "clk_pin_slew_ns": 0.05,
    },
    "run": {
        "warnings": 25,
        "cap_violations": 0,
    },
    "critical_path": {
        "critical_path_class": "flop to output pin",
        "path_max_fanout": 6,
        "cp.arrival_ns": 1.65,
        "worstSetupEndpointType": "output pin",
        "cp.required_ns": 2.48,
        "r2r_slack_ns": 1.84,
        "crit_path_start_kind": "flop",
    },
    "drt": {
        "via_per_inst": 3.73,
        "via_count": 481,
        "wl_per_cell_microns": 11.4,
        "drtAntennaViolNets": 0,
        "antenna_cells": 0,
        "drtPass1Iterations": 4,
        "finalWirelength_microns": 1470,
        "drc": 0,
        "drt_iter0_drc": 32,
    },
    "floorplan": {
        "pin_count": 22,
        "die_w_microns": 87,
        "core-area_sq_mm": 0.00435,
        "fp_util": 0.141,
        "die-area_sq_mm": 0.00757,
        "fp-row-count": 24,
        "die_h_microns": 87,
    },
    "min_path": {
        "hold_path_class": "flop to flop",
    },
}
[synth_stat cells, types with 2 or more instances]
library cell	count	area, sq um
nor2_1	3	11.3
a22o_2	2	20.0
a32o_1	2	20.0
dfrtp_1	12	300
o21ai_0	2	10.0
a21o_1	2	15.0
a22o_1	2	17.5
nand2_1	8	30.0
o2bb2ai_1	2	17.5
buf_4	5	37.5
inv_1	3	11.3
a21oi_1	3	15.0
[worst max-delay path, cell delays in order, from the launching register on]
cell and delay (ns):
dfrtp_1 0.42, or4_4 0.57, clkdlybuf4s50_1 0.43
[flip-flops by register name, indices dropped and copies added (netlist names)]
signal / cells
act_int: 4
cpu_inst: 3
intSq: 3
intSel: 3
[final timing paths]
path	to	cells past startpoint	from
worst max-delay path	cpu_intr	2	act_int[2]
worst min-delay path	intSq[1]	1	intSq[1]
worst max register to register	intSel[1]	3	intSq[0]
worst min register to register	intSq[1]	1	intSq[1]
max in group asynchronous	intSq[0]	2	reset
min in group asynchronous	cpu_inst[5]	2	reset
[cell type report]
| cell class | instances | area share |
|---|---|---|
| well taps | 52 | 0.0730 |
| clock buffers | 4 | 0.0506 |
| flip-flops and latches | 13 | 0.367 |
| multi-input cells | 36 | 0.261 |
| inverters | 3 | 0.0126 |
| repair buffers | 21 | 0.236 |
[logic make-up after synthesis]
logic type             count (synthesis)
flip-flops                            13
AND-OR/OR-AND                         17
buffers and inverters                  9
AND/OR/NAND/NOR                       19
[layer usage]
metal,GRT usage,up-vias,part of all wire
met3,0.0264,0,0.13
met5,0,-,0
met2,0.0573,23,0.38
met1,0.0522,215,0.49
met4,0.00147,0,0
li1,-,243,-
[power by group through the flow]
stage | Clock, W | Sequential (W) | Combinational, W
4_1_cts | 0.000150 | 0.000170 | 0.0000232
5_1_grt | 0.000159 | 0.000170 | 0.0000250
6_report | 0.000147 | 0.000170 | 0.0000226
[through the flow]
stage	area, sq um	utilization	hold WS, ns	setup WS, ns
finish	891	0.205	0.488	0.826
global route	891	0.205	0.510	0.774
CTS	891	0.205	0.487	0.803
detailed placement	846	0.194	0.476	1.05
global placement	846	0.194	0.471	1.07
floorplan	613	-	0.433	1.55
No activity file was given, so power comes from the tool's default toggle rates.
